===== flow/run.sh =====
#!/bin/bash
# OpenROAD 26Q1-2900-gdf79404cd8, Yosys 0.63+post, stock flow scripts
make -C /OpenROAD-flow-scripts/flow DESIGN_CONFIG=/design/flow/config.mk WORK_HOME=/design/flow/orfs finish

===== flow/design.v =====
module pmos_sram_system (
    input wire clk,
    input wire reset_n,
    input wire pre_en,            
    input wire wl,                
    input wire sense_en_pmos,     
    input wire write_en,          
    input wire data_in,           
    output reg data_out,          
    output reg operation_done,    
    output reg pmos_active,       
    output reg [7:0] perf_metrics  
);
    parameter PRECHARGE_TIME = 3;         
    parameter SRAM_ACCESS_TIME = 2;       
    parameter SENSE_AMPLIFY_TIME = 1;     
    parameter BITLINE_DEV_TIME = 5;       
    reg [7:0] bl_voltage;        
    reg [7:0] blbar_voltage;     
    reg sram_cell_q;             
    reg sram_cell_qbar;          
    reg [15:0] sense_delay_counter;
    reg [15:0] power_estimate;
    reg sense_start_time;
    reg [2:0] current_state;
    reg [15:0] state_timer;
    localparam STATE_IDLE        = 3'b000;
    localparam STATE_PRECHARGE   = 3'b001;
    localparam STATE_ACCESS      = 3'b010; 
    localparam STATE_SENSE       = 3'b011;
    localparam STATE_COMPLETE    = 3'b100;
    always @(posedge clk or negedge reset_n) begin
        if (!reset_n) begin
            current_state <= STATE_IDLE;
            state_timer <= 0;
            operation_done <= 0;
            sense_delay_counter <= 0;
            power_estimate <= 0;
            pmos_active <= 0;
        end else begin
            case (current_state)
                STATE_IDLE: begin
                    operation_done <= 0;
                    sense_delay_counter <= 0;
                    if (pre_en) begin
                        current_state <= STATE_PRECHARGE;
                        state_timer <= PRECHARGE_TIME;
                    end
                end
                STATE_PRECHARGE: begin
                    if (state_timer == 0) begin
                        current_state <= STATE_ACCESS;
                        state_timer <= BITLINE_DEV_TIME;
                    end else begin
                        state_timer <= state_timer - 1;
                    end
                end
                STATE_ACCESS: begin
                    if (state_timer == 0) begin
                        current_state <= STATE_SENSE;
                        state_timer <= SENSE_AMPLIFY_TIME;
                        sense_start_time <= $time;
                    end else begin
                        state_timer <= state_timer - 1;
                    end
                end
                STATE_SENSE: begin
                    pmos_active <= !sense_en_pmos;
                    sense_delay_counter <= sense_delay_counter + 1;
                    if (state_timer == 0) begin
                        current_state <= STATE_COMPLETE;
                        perf_metrics[7:0] <= $time - sense_start_time;
                    end else begin
                        state_timer <= state_timer - 1;
                    end
                end
                STATE_COMPLETE: begin
                    operation_done <= 1;
                    current_state <= STATE_IDLE;
                end
                default: current_state <= STATE_IDLE;
            endcase
            if (current_state == STATE_SENSE && !sense_en_pmos) begin
                power_estimate <= power_estimate + 1;
            end
        end
    end
    always @(posedge clk) begin
        if (current_state == STATE_PRECHARGE) begin
            bl_voltage <= 8'd255;
            blbar_voltage <= 8'd255;
        end
    end
    always @(posedge clk) begin
        if (current_state == STATE_ACCESS) begin
            if (write_en) begin
                #SRAM_ACCESS_TIME;
                sram_cell_q <= data_in;
                sram_cell_qbar <= ~data_in;
                bl_voltage <= data_in ? 8'd255 : 8'd0;
                blbar_voltage <= data_in ? 8'd0 : 8'd255;
            end else begin
                if (sram_cell_q) begin
                    bl_voltage <= 8'd240;       
                    blbar_voltage <= 8'd255;    
                end else begin
                    bl_voltage <= 8'd255;       
                    blbar_voltage <= 8'd240;    
                end
            end
        end
    end
    always @(posedge clk) begin
        if (current_state == STATE_SENSE && !sense_en_pmos) begin
            #SENSE_AMPLIFY_TIME;
            if (bl_voltage > (blbar_voltage + 8'd10)) begin 
                data_out <= 1'b1;
                bl_voltage <= 8'd255;    
                blbar_voltage <= 8'd0;   
            end else if (blbar_voltage > (bl_voltage + 8'd10)) begin
                data_out <= 1'b0;
                bl_voltage <= 8'd0;      
                blbar_voltage <= 8'd255;  
            end else begin
                data_out <= 1'bx;  
            end
        end
    end
    always @(posedge clk) begin
        if (current_state == STATE_COMPLETE) begin
            perf_metrics[15:8] <= power_estimate;
        end
    end
    wire [7:0] voltage_delta;
    assign voltage_delta = (bl_voltage > blbar_voltage) ? 
                          (bl_voltage - blbar_voltage) : 
                          (blbar_voltage - bl_voltage);
    reg adequate_delta_v;
    always @* begin
        adequate_delta_v = (voltage_delta >= 8'd20);  
    end
endmodule

===== flow/constraint.sdc =====
current_design pmos_sram_system

set clk_period 3.3
set clk_io_pct 0.2

create_clock -name clk0 -period $clk_period [get_ports {clk}]

set non_clock_inputs [all_inputs -no_clocks]
set_input_delay [expr $clk_period * $clk_io_pct] -clock clk0 $non_clock_inputs
set_output_delay [expr $clk_period * $clk_io_pct] -clock clk0 [all_outputs]

===== flow/config.mk =====
export PLATFORM = sky130hd
export DESIGN_NAME = pmos_sram_system
export DESIGN_NICKNAME = pmos_sram_system
export VERILOG_FILES = /design/flow/design.v
export SDC_FILE = /design/flow/constraint.sdc
export NUM_CORES = 4
export LEC_CHECK = 1
export CORE_AREA = 10 10 97 97
export DIE_AREA = 0 0 107 107

==> impl_metrics.env <==
# yosys + openroad results
export IMPL_run_status="complete, no violations"
export IMPL_finalCriticalPeriod_ns=2.14
export IMPL_firstDrtPassIters=5
export IMPL_post_cts_buffers=0
export IMPL_relSlewSlack_pct=48.0
export IMPL_grt_start_max_net_pins=24
export IMPL_dieHeight_um=107
export IMPL_worst_setup_path_start_kind="input port"
export IMPL_die_width_um=107
export IMPL_worstSkewPairLatency_ns=0.26
export IMPL_end_kind="flop"
export IMPL_finalPower_mw=0.465
export IMPL_grt_pass1_vias=1091
export IMPL_crit_fanout=14
export IMPL_seq_power_share_pct=60.5
export IMPL_num_fill_cells=825
export IMPL_floorplan_rows=31
export IMPL_irDropWorstVdd_mv=0.0869
export IMPL_ys_cells=146
export IMPL_crit_type="input port to flop"
export IMPL_numCtsBuffers=3
export IMPL_rrSetupSlack_ns=1.21
export IMPL_synthFlopType="dfrtp_1"
export IMPL_drt_met1_wl_mm=1.48
export IMPL_area_leaders="dfrtp_1 38%, a31oi_1 5.7%, buf_4 5.2%"
export IMPL_cts_max_path_buffers=2
export IMPL_worst_ep_arrival_time_ns=2.25
export IMPL_p_switching_mw=0.0954
export IMPL_drive_gt1_share_pct=15.3
export IMPL_crit_required_ns=3.41
export IMPL_fp_util_pct=19.7
export IMPL_ios=18
export IMPL_async_flop_share_pct=100
export IMPL_antenna_cells=0
export IMPL_rsz0062_at_grt="no"
export IMPL_finalWorstSetupSlack_ns=1.16
export IMPL_regToRegEndpoint="state_timer[7]"
export IMPL_post_dp_hpwl_mm=2.20
export IMPL_intPower_mw=0.370
export IMPL_timing_hold_ws_ns=0.450
export IMPL_instances_no_fill=249
export IMPL_viasPerCell=4.57
export IMPL_slew_viol_final=0
export IMPL_top_cell_area_share_pct=38.4
export IMPL_ctsHoldBuffers=0
export IMPL_drtIter0Drc=105
export IMPL_final_antenna_net_count=0
export IMPL_final_core_util_pct=21.8
export IMPL_place_inst=245
export IMPL_dpl_cell_area_sq_um=1550
export IMPL_yosys_area_top_type="dfrtp_1"
export IMPL_place_ws_ns=0.887
export IMPL_die_area_sq_um=11400
export IMPL_post_route_period_util_pct=64.8
export IMPL_synth_area_sq_um=1430
export IMPL_mostFrequentLayoutCells="22 x dfrtp_1, 13 x a31oi_1, 9 x inv_1, 9 x nand2_1, 9 x conb_1"
export IMPL_setup_tns_ns=0
export IMPL_lay_top_count="dfrtp_1"
export IMPL_final_cell_area_sq_um=1590
export IMPL_post_cts_resized=0
export IMPL_portBuffers=5
export IMPL_grt_pass1_wl_mm=5.17
export IMPL_drcViolationCount=0
export IMPL_synth_distinct_cells=47
export IMPL_hold_path_cell_count=1
export IMPL_place_gp_congestion=0.882
export IMPL_switching_share_pct=20.5
export IMPL_hold_start="current_state[1]"
export IMPL_grt_usage_pct=5.27
export IMPL_met2_length_mm=1.45
export IMPL_area_growth_pct=11.0
export IMPL_reg2reg_depth=6
export IMPL_vias=1137
export IMPL_ys_chip_area_sq_um=1430
export IMPL_tightest_slew_ns=0.780
export IMPL_clkPwrFrac_pct=37.2
export IMPL_wl_mm=3.09
export IMPL_dr_wl_met3_um=97
export IMPL_htreeDepth=1
export IMPL_hold_end="operation_done"
export IMPL_hp_class="flop to flop"
export IMPL_r2r_start="state_timer[0]"
export IMPL_cellPowerDensity_nw_per_um2=292
export IMPL_core_area_sq_um=7290
export IMPL_fmax_mhz=468
export IMPL_drv_cap=0
export IMPL_antenna_found_initial=0
export IMPL_hold_viol_final=0
export IMPL_synth_edff_count=0
export IMPL_yosysSeqAreaShare_pct=40.2
export IMPL_synth_warnings=53
export IMPL_cts_tree="built"
export IMPL_clk_pin_slew_ns=0.08
export IMPL_pwr_share_comb_pct=2.3
export IMPL_avgSynthCellArea_sq_um=9.82
export IMPL_syn_inst=146
export IMPL_grt_overflow=0
export IMPL_cts_root_buf="clkbuf_8"
export IMPL_p_leak_nw=0.618
export IMPL_cts_sinks=23
export IMPL_warnings=29
export IMPL_wl_per_cell_um=12.4
export IMPL_ys_flops=23
export IMPL_setup_violations=0
export IMPL_top_layer="met4"
export IMPL_finalClockSkew_ns=0.00223
[worst max-delay path, stage by stage]
cell and delay [ns]:
clkdlybuf4s50_1 0.50, nand2b_1 0.17, o21ai_2 0.12, a21oi_2 0.61, a31oi_1 0.18
[kinds of logic (layout without fill, tap and decap cells)]
kind of cell             Yosys count  count (layout)  share of synthesized area [%]
AND-OR/OR-AND                     39              39                           20.2
adder cells (fa/ha/maj)            2               2                           1.74
buffers and inverters             22              19                           9.07
flip-flops                        23              23                           40.2
multiplexers                       3               3                           2.18
other                              2               9                          0.524
AND/OR/NAND/NOR                   55              55                           26.1
[registers in the layout (all words and copies together) (netlist names), named ones only]
name,flops
pmos_active,1
state_timer,16
current_state,3
operation_done,1
[final cells by class]
cell class              instances  area [sq um]  share of cell area [%]
clock buffers                   3          41.3                    2.59
well taps                      99           124                    7.78
repair buffers                  6          57.6                    3.62
multi-input cells             108           753                    47.3
flip-flops and latches         23           577                    36.2
clock inverters                 1          5.00                   0.314
inverters                       9          33.8                    2.12
[synth_stat cells, drive strengths merged, types with 2 or more instances]
cell type / count
conb: 2
nor2b: 3
nand4: 4
o21ai: 6
mux2i: 2
a41oi: 2
nor3: 4
or3: 5
buf: 13
o2111ai: 3
nand2: 9
a21oi: 3
a211o: 2
dfrtp: 22
nand3: 6
o211ai: 4
nand2b: 2
ha: 2
a31oi: 13
nor4: 5
or4: 4
inv: 9
a21o: 2
nor2: 7
[worst max path at each step]
| stage | slack (ns) | cells after the start | from | to |
|---|---|---|---|---|
| final | 1.16 | 5 | pre_en | state_timer[7] |
| after global routing | 1.02 | 5 | pre_en | state_timer[15] |
| after CTS | 1.17 | 5 | pre_en | state_timer[0] |
[routing by layer]
layer,global-route usage (%),up-vias
li1,-,549
met3,0.364,6
met2,8.43,32
met4,1.64,0
met1,7.45,550
met5,0,-
[power groups by stage]
stage | logic [mW] | registers [mW] | clock network, mW
6_report | 0.0107 | 0.282 | 0.173
5_1_grt | 0.0130 | 0.282 | 0.196
4_1_cts | 0.0118 | 0.282 | 0.183
